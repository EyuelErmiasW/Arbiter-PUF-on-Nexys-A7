$ cat run.sh
#!/bin/bash
# OpenROAD 26Q1-2900-gdf79404cd8, Yosys 0.63+post, stock flow scripts
make -C /OpenROAD-flow-scripts/flow DESIGN_CONFIG=/design/flow/config.mk WORK_HOME=/design/flow/orfs finish
$ cat config.mk
export PLATFORM = sky130hd
export DESIGN_NAME = top
export DESIGN_NICKNAME = top
export VERILOG_FILES = /design/flow/design.v
export SDC_FILE = /design/flow/constraint.sdc
export NUM_CORES = 4
export LEC_CHECK = 1
export CORE_UTILIZATION = 30
$ cat constraint.sdc
current_design top

set clk_period 3.0
set clk_io_pct 0.2

create_clock -name clk0 -period $clk_period [get_ports {clk}]

set non_clock_inputs [all_inputs -no_clocks]
set_input_delay [expr $clk_period * $clk_io_pct] -clock clk0 $non_clock_inputs
set_output_delay [expr $clk_period * $clk_io_pct] -clock clk0 [all_outputs]
$ cat design.v
module top #(
  parameter integer N = 64,
  parameter integer CLK_HZ = 100_000_000,
  parameter integer BAUD   = 115200,
  parameter integer K      = 5                
)(
  input  wire clk,          
  input  wire btn_start,    
  input  wire rstn,         
  output wire uart_tx_o,    
  output wire [7:0] leds
);
  reg [2:0] btn_sync;
  always @(posedge clk or negedge rstn) begin
    if (!rstn) btn_sync <= 3'b000;
    else       btn_sync <= {btn_sync[1:0], btn_start};
  end
  wire start_pulse = (btn_sync[2:1] == 2'b01);
  reg lfsr_en;
  wire [N-1:0] chal;
  lfsr #(.W(N)) u_lfsr (
    .clk(clk),
    .rstn(rstn),
    .enable(lfsr_en),
    .state(chal)
  );
  reg launch;
  wire puf_bit;
  arbiter_puf #(.N(N)) u_puf (
    .launch(launch),
    .challenge(chal),
    .response(puf_bit)
  );
  reg [7:0] k_cnt;
  reg [7:0] ones_cnt;
  reg voted_bit;
  reg collecting;
  reg        uart_start;
  reg [7:0]  uart_data;
  wire       uart_busy;
  uart_tx #(.CLK_HZ(CLK_HZ), .BAUD(BAUD)) u_uart (
    .clk(clk),
    .rstn(rstn),
    .start(uart_start),
    .data(uart_data),
    .tx(uart_tx_o),
    .busy(uart_busy)
  );
  function [7:0] nybble_to_hex;
    input [3:0] nyb;
    begin
      nybble_to_hex = (nyb < 10) ? (8'h30 + nyb) : (8'h41 + (nyb - 10));
    end
  endfunction
  localparam S_IDLE   = 0;
  localparam S_LAUNCH = 1;
  localparam S_WAIT   = 2;
  localparam S_COUNT  = 3;
  localparam S_VOTE   = 4;
  localparam S_PRINT  = 5;
  reg [2:0] state;
  reg [7:0] print_idx;
  reg [3:0] nyb_idx;
  assign leds = {7'b0, voted_bit};
  always @(posedge clk or negedge rstn) begin
    if (!rstn) begin
      state      <= S_IDLE;
      lfsr_en    <= 1'b0;
      launch     <= 1'b0;
      collecting <= 1'b0;
      k_cnt      <= 0;
      ones_cnt   <= 0;
      voted_bit  <= 1'b0;
      uart_start <= 1'b0;
      uart_data  <= 8'h00;
      print_idx  <= 0;
      nyb_idx    <= 0;
    end else begin
      uart_start <= 1'b0;  
      launch     <= 1'b0;  
      case (state)
        S_IDLE: begin
          if (start_pulse) begin
            lfsr_en    <= 1'b1;
            collecting <= 1'b1;
            k_cnt      <= 0;
            ones_cnt   <= 0;
            state      <= S_LAUNCH;
          end
        end
        S_LAUNCH: begin
          lfsr_en <= 1'b0;  
          launch  <= 1'b1;  
          state   <= S_WAIT;
        end
        S_WAIT: begin
          k_cnt    <= k_cnt;
          state    <= S_COUNT;
        end
        S_COUNT: begin
          ones_cnt <= ones_cnt + puf_bit;
          k_cnt    <= k_cnt + 1'b1;
          if (k_cnt == K - 1) begin
            state <= S_VOTE;
          end else begin
            launch <= 1'b1;  
            state  <= S_WAIT;
          end
        end
        S_VOTE: begin
          voted_bit <= (ones_cnt >= ((K+1)/2));
          print_idx <= 0;
          nyb_idx   <= 0;
          state     <= S_PRINT;
        end
        S_PRINT: begin
          if (!uart_busy) begin
            case (print_idx)
              0: begin uart_data <= "C"; uart_start <= 1'b1; print_idx <= 1; end
              1: begin uart_data <= ","; uart_start <= 1'b1; print_idx <= 2; end
              2: begin
                   uart_data  <= nybble_to_hex(chal[63:60]);
                   uart_start <= 1'b1;
                   print_idx  <= 3;
                 end
              3: begin uart_data <= nybble_to_hex(chal[59:56]); uart_start <= 1'b1; print_idx <= 4; end
              4: begin uart_data <= nybble_to_hex(chal[55:52]); uart_start <= 1'b1; print_idx <= 5; end
              5: begin uart_data <= nybble_to_hex(chal[51:48]); uart_start <= 1'b1; print_idx <= 6; end
              6: begin uart_data <= nybble_to_hex(chal[47:44]); uart_start <= 1'b1; print_idx <= 7; end
              7: begin uart_data <= nybble_to_hex(chal[43:40]); uart_start <= 1'b1; print_idx <= 8; end
              8: begin uart_data <= nybble_to_hex(chal[39:36]); uart_start <= 1'b1; print_idx <= 9; end
              9: begin uart_data <= nybble_to_hex(chal[35:32]); uart_start <= 1'b1; print_idx <= 10; end
              10: begin uart_data <= nybble_to_hex(chal[31:28]); uart_start <= 1'b1; print_idx <= 11; end
              11: begin uart_data <= nybble_to_hex(chal[27:24]); uart_start <= 1'b1; print_idx <= 12; end
              12: begin uart_data <= nybble_to_hex(chal[23:20]); uart_start <= 1'b1; print_idx <= 13; end
              13: begin uart_data <= nybble_to_hex(chal[19:16]); uart_start <= 1'b1; print_idx <= 14; end
              14: begin uart_data <= nybble_to_hex(chal[15:12]); uart_start <= 1'b1; print_idx <= 15; end
              15: begin uart_data <= nybble_to_hex(chal[11:8]);  uart_start <= 1'b1; print_idx <= 16; end
              16: begin uart_data <= nybble_to_hex(chal[7:4]);   uart_start <= 1'b1; print_idx <= 17; end
              17: begin uart_data <= nybble_to_hex(chal[3:0]);   uart_start <= 1'b1; print_idx <= 18; end
              18: begin uart_data <= ","; uart_start <= 1'b1; print_idx <= 19; end
              19: begin uart_data <= "R"; uart_start <= 1'b1; print_idx <= 20; end
              20: begin uart_data <= ","; uart_start <= 1'b1; print_idx <= 21; end
              21: begin uart_data <= (voted_bit ? "1" : "0"); uart_start <= 1'b1; print_idx <= 22; end
              22: begin uart_data <= "\n"; uart_start <= 1'b1; print_idx <= 23; end
              default: begin
                state   <= S_IDLE;
              end
            endcase
          end
        end
      endcase
    end
  end
endmodule
`timescale 1ns/1ps
module arbiter_puf #(
  parameter integer N = 64
)(
  input  wire              launch,         
  input  wire [N-1:0]      challenge,      
  output reg               response        
);
  (* DONT_TOUCH = "TRUE" *) wire [N:0] up_path;
  (* DONT_TOUCH = "TRUE" *) wire [N:0] dn_path;
  assign up_path[0] = launch;
  assign dn_path[0] = launch;
  genvar i;
  generate
    for (i = 0; i < N; i = i + 1) begin : stage
      wire sel = challenge[i];
      assign up_path[i+1] = sel ? dn_path[i] : up_path[i];
      assign dn_path[i+1] = sel ? up_path[i] : dn_path[i];
    end
  endgenerate
  reg s, r;
  always @(*) begin
    s = up_path[N];
    r = dn_path[N];
  end
  always @(*) begin
    case ({s, r})
      2'b10: response = 1'b1;
      2'b01: response = 1'b0;
      default: response = response;  
    endcase
  end
endmodule
module lfsr #(
  parameter integer W = 64
)(
  input  wire clk,
  input  wire rstn,
  input  wire enable,
  output reg  [W-1:0] state
);
  wire feedback;
  assign feedback = state[63] ^ state[62] ^ state[60] ^ state[59];
  always @(posedge clk or negedge rstn) begin
    if (!rstn) begin
      state <= {W{1'b1}};
    end else if (enable) begin
      state <= {state[W-2:0], feedback};
    end
  end
endmodule
module uart_tx #(
  parameter integer CLK_HZ = 100_000_000,
  parameter integer BAUD   = 115200
)(
  input  wire clk,
  input  wire rstn,
  input  wire start,
  input  wire [7:0] data,
  output reg  tx,
  output reg  busy
);
  localparam integer DIV = CLK_HZ / BAUD;
  reg [15:0] divcnt;
  reg [3:0]  bitcnt;
  reg [9:0]  shreg;
  always @(posedge clk or negedge rstn) begin
    if (!rstn) begin
      tx     <= 1'b1;
      busy   <= 1'b0;
      divcnt <= 0;
      bitcnt <= 0;
      shreg  <= 10'h3FF;
    end else begin
      if (!busy) begin
        if (start) begin
          shreg  <= {1'b1, data, 1'b0};
          busy   <= 1'b1;
          divcnt <= 0;
          bitcnt <= 0;
        end
      end else begin
        if (divcnt == DIV - 1) begin
          divcnt <= 0;
          tx     <= shreg[0];
          shreg  <= {1'b1, shreg[9:1]};
          bitcnt <= bitcnt + 1'b1;
          if (bitcnt == 10) begin
            busy <= 1'b0;
            tx   <= 1'b1;
          end
        end else begin
          divcnt <= divcnt + 1'b1;
        end
      end
    end
  end
endmodule
==> results.yml <==
# flow metrics
drt:
  drt_pass1_iterations: 6
  avgRoutedWirePerCell_um: 15.4
  drtAntennaViolNets: 0
  via_per_inst: 5.08
  drt-initial-drc-count: 617
  drt-total-wl_um: 21200
  diodes: 0
  drc: 0
  vias: 7000
global_routing:
  grt_pass1_vias: 6705
  grt_max_degree: 72
  overflow: 0
  grt_pass1_wl_um: 36200
  grt.total_usage_pct: 14.8
  antenna_found_initial: 0
outcome:
  status: "finished, final reports clean"
worst_setup_path:
  crit_fanout: 8
  path_class: "reg2reg"
  cpLargestDelayFamily: "AND-OR/OR-AND gates"
  regToRegSetupSlack_ps: 380
  cp_data_arrival_time_ps: 2940
  endpoint_kind: "flip-flop"
  required_ps: 3320
  critical_path.max_stage_delay_ps: 550
  path_buffers: 2
  cpMaxStageDelayCell: "dfstp_2"
  worstPathCellList: "inv_1, ha_1, inv_1, ha_1, a21boi_0, o22ai_1, a2111oi_0, a41oi_1, a21o_1"
  worst_setup_path_start_kind: "flip-flop"
clock_network:
  cts_max_path_buffers: 2
  clk_pin_slew_ps: 70
  cts_buffers: 17
  cts_hold_buf: 0
  cts_sinks: 144
  post_cts_resized: 0
  cts_root_buffer: "clkbuf_16"
  htree_levels: 4
  cts_tree: "done"
  insertion_delay_ps: 440
  cts_setup_buffers: 0
final_timing:
  worst_pin_slew_ps: 673
  drv_slew: 0
  finalHoldViolations: 0
  setup_tns_ps: 0
  fmax_ghz: 0.382
  final.period_utilization_pct: 87.2
  rsz0062_at_grt: "false"
  min_period_ps: 2620
  finalSetupViolCount: 0
  skew_ps: 14.2
  slew_headroom_pct: 55.2
power_and_ir_drop:
  power_leakage_nw: 4.42
  pwr-share-seq_pct: 47.1
  p_int_w: 0.00309
  swShare_pct: 25.3
  vdd_ir_drop_max_mv: 0.352
  power.density_nw_per_um2: 405
  power_switching_w: 0.00105
  power_frac_clock_pct: 51.7
  pwr-share-comb_pct: 1.1
synthesis:
  synth_async_sr_flop_share_pct: 100
  synth.largest_area_cell: "dfstp_2"
  edf_count: 0
  common_cells: "nand2_1 (134), dfstp_2 (76), ha_1 (71), dfrtp_1 (68), xor2_1 (68)"
  top_cell: "nand2_1"
  ys_area_um2: 9220
  flop_cell: "dfstp_2"
  netlist_area_um2: 9220
  top_cells_by_area: "dfstp_2 (22%), dfrtp_1 (18%), ha_1 (9.6%)"
  syn_inst: 993
  postSynthSeqShare_pct: 40.1
  top_area_share_pct: 21.7
  netlist-cell-type-count: 59
  avgSynthCellArea_um2: 9.28
  yosys_warnings: 4
  ys.flops: 144
  yosysCellCount: 993
placement:
  hpwl_um: 15400
  gp_congestion: 0.950
  port_buffers: 3
die:
  die_w_um: 177
  fp.dieH_um: 177
  fp_util_pct: 30.8
  pin_count: 12
  rows: 63
  die_area_um2: 31400
  core_area_um2: 30000
final_layout:
  seq_area_um2: 3700
  area_growth_pct: 10.9
  post-route-util_pct: 34.1
  logic_area_um2: 5030
  final.fill_count: 2977
  layout-drive-gt1-share_pct: 17.2
flow_run:
  warnings: 44
  maxCapViolations: 0
hold_path:
  hold_path.class: "in2async"
power by group through the flow:
stage                 registers, W   logic, W  clock network (W)
after CTS                  0.00195  0.0000510            0.00221
after global routing       0.00195  0.0000564            0.00229
final                      0.00195  0.0000472            0.00214
layout by cell type, fill, tap and decap left out, drive strengths merged, types with 19 or more instances in the layout:
cell type  count
a21oi         37
a22o          19
a22oi         22
dfrtp         68
dfstp         76
ha            71
inv           69
mux2          31
mux2i         25
nand2        134
nand3         33
nor2          42
o21ai        114
xor2          68
layer usage:
layer  wire, um  part of all wire (%)  track usage (%)
met1      10400                    49             23.1
met2       9150                    43             21.5
met3       1230                   5.8             3.09
met4        473                   2.2             2.64
met5          0                     0                0
flip-flops by register name (all words and copies together) (netlist names):
name,flops
u_uart.shreg,9
print_idx,23
uart_start,1
u_uart.bitcnt,4
btn_sync,3
state,6
u_uart.divcnt,16
k_cnt,8
u_lfsr.state,64
uart_data,7
u_uart.tx,1
lfsr_en,1
u_uart.busy,1
cell type report:
type,instances,area share [%]
clock buffers,17,4.16
clock inverters,15,1.90
inverters,63,2.31
multi-input cells,734,49.2
flip-flops and latches,144,36.2
well taps,390,4.77
repair buffers,15,1.43
per-stage QoR:
stage	worst slack (ps)	hold slack [ps]	power (W)	cell area, um^2	instances
after CTS	429	219	0.00421	10200	1378
after global routing	208	256	0.00430	10200	1378
after global placement	466	332	0.00203	9600	1346
final	384	211	0.00414	10200	1378
after detailed placement	484	337	0.00203	9600	1346
after floorplan	741	304	0.00199	9240	1000
final timing paths:
path,from,to,cells past startpoint
setup / recovery,u_lfsr.state[1],uart_data[5],9
hold / removal,rstn,print_idx[15],1
setup reg to reg,u_lfsr.state[1],uart_data[5],9
hold reg to reg,btn_sync[0],btn_sync[1],0
max in group asynchronous,rstn,u_lfsr.state[61],2
min in group clk0,btn_sync[0],btn_sync[1],0
cells by family after synthesis:
family / count (synthesis) / synth area share, %
and+or+nand+nor: 276 / 14.2
AOI/OAI and AO/OA: 251 / 17.1
DFF: 144 / 40.1
buffers and inverters: 122 / 5.54
xor gates and xnor gates: 72 / 6.84
adders and majority gates: 71 / 9.64
muxes: 56 / 6.50
other: 1 / 0.0407
No activity file was given, so power comes from the tool's default toggle rates.
